===== flow/run.sh =====
#!/bin/bash
# OpenROAD 26Q1-2900-gdf79404cd8, Yosys 0.63+post, stock flow scripts
make -C /OpenROAD-flow-scripts/flow DESIGN_CONFIG=/design/flow/config.mk WORK_HOME=/design/flow/orfs finish

===== flow/config.mk =====
export PLATFORM = sky130hd
export DESIGN_NAME = alu
export DESIGN_NICKNAME = alu
export VERILOG_FILES = /design/flow/design.v
export SDC_FILE = /design/flow/constraint.sdc
export NUM_CORES = 4
export LEC_CHECK = 1
export CORE_UTILIZATION = 40

===== flow/constraint.sdc =====
current_design alu

set clk_period 11.6
set clk_io_pct 0.2

create_clock -name clk0 -period $clk_period

set non_clock_inputs [all_inputs -no_clocks]
set_input_delay [expr $clk_period * $clk_io_pct] -clock clk0 $non_clock_inputs
set_output_delay [expr $clk_period * $clk_io_pct] -clock clk0 [all_outputs]

===== flow/design.v =====
`timescale 1ns / 1ps
module alu(
           input [11:0] A,B,   
           input [2:0] OP, 
           output reg [11:0] Z,  
           output reg CarryOut,  
           output reg Sign,  
           output reg OV  
    );
    always @(*) begin 
        case(OP)
            3'd0: if (A[11] == 1'b1) begin
                Z = -A;
					 CarryOut= 1'b0;
					 OV= 1'b0;
                if (A == 12'b1000_0000_0000)
                    OV = 1'b1;
            end else  begin
						CarryOut= 1'b0;
						OV= 1'b0;
                  Z = A;
                 end
            3'd1: Z = B << 1;
            3'd2: begin Z = A & B; OV = 1'b0; end
            3'd3: begin Z = A | B; OV = 1'b0; end
            3'd4: begin Z = A ^ B; OV = 1'b0; end 
            3'd5: begin Z = ~A; OV = 1'b0; end 
            3'd6: begin {CarryOut,Z} = ({1'b0,A} + {1'b0,B}); 
                OV = (A[11] & B[11] & (~Z[11])) | ((~A[11]) & (~B[11]) & Z[11]);
					 end 
            3'd7: begin {CarryOut,Z}= {1'b0,A} - {1'b0,B};
                OV = (A[11] & (~B[11]) & (~Z[11])) | ((~A[11]) & (B[11]) & Z[11]);
					 end
        endcase 
        Sign = Z[11];
    end
endmodule

==> results.cfg <==
; flow metrics
[yosys]
synthDistinctLibCells = 61
async_flop_share_pct = 0
synth_stat.cells = 353
synth_area_mm2 = 0.00241
numSynthFlops = 2
synth.avg_cell_area_um2 = 6.82
yosysWarnings = 1
synth-main-ff-cell = dlxtp_1
ys_area_mm2 = 0.00241
edf_count = 0
synthesis.instances = 353

[run]
tool_warnings = 59
cap_violations = 0

[grt]
grt_pass1_vias = 2380
grt_pass1_wl_mm = 12.1
grt.met2_usage_pct = 39.4
grt_use_met1_pct = 38.5
grt_usage_pct = 24.6
gr-max-usage-layer = met2
grt_overflow = 0
use_met3_pct = 0.232
grt_max_degree = 41
antenna_found_initial = 0

[pwr]
ir_drop_v = 0.0000206
total_power_mw = 0.125
leakage_nw = 1.23
power_density_mw_per_mm2 = 44.5

[die]
core_area_mm2 = 0.00564
chipArea_mm2 = 0.00633
die_h_um = 79.6
io_pins = 42
num_rows = 27
fp_util_pct = 42.7
die.size.x_um = 79.6

[final_layout]
synthToLayoutAreaGrowth_pct = 16.8
seq_area_um2 = 30.0
nFillCells = 582
fin_area_mm2 = 0.00281
fin_util_pct = 49.8
drive_gt1_share_pct = 4.28
layout.area.comb_mm2 = 0.00211

[placed_design]
globalplace.congestion = 0.931
place_area_mm2 = 0.00281
io_buffer_count = 42
hpwlAfterDp_mm = 5.48

[routing]
drc = 0
wl_per_cell_um = 16.4
vias_per_cell = 5.98
ant_nets = 0
totalWireLength_mm = 7.30
vias = 2668
antenna_cells = 0
drtIter0Drc = 193
first_pass_iters = 6

[timing]
unclocked_pins = 2
setup_viol = 0
worstMarginPinSlew_ns = 0.616
grt_setup_unrepaired = no
unconstrained_endpoints = 4
period_used_pct = 67.7
finalHoldViolations = 0
period_minus_slack_ns = 7.85
tns_ns = 0
drv_slew = 0
slew_headroom_pct = 58.9
fmax_mhz = 127

[clock_network]
cts_hold_buf = 0
cts_setup_buffers = 0
post_cts_resized = 0

[worst_setup_path]
crit_path_end_kind = output pin
worstSetupEndpoint = Z[11]
cp_data_arrival_time_ns = 5.53
startpoint_type = input pin
crit_fanout = 14
startpoint = A[7]
worstSetupPathType = input pin to output pin
required_ns = 9.28

[status]
status = finished, final reports clean

[worst_hold_path]
holdCritPathClass = input pin to output pin
[worst max-delay path, cell delays in order]
cell,delay [ns]
clkdlybuf4s50_1,0.58
inv_1,0.09
ha_1,0.47
or3b_2,0.51
a311oi_1,0.46
nor4_1,0.08
o21ai_0,0.11
nand4_2,0.13
o221ai_1,0.26
clkdlybuf4s50_1,0.50
[power breakdown]
part,leakage [nW],total [mW],switching [mW],internal [mW]
registers,0.0151,0.000771,0.0000722,0.000699
logic,1.21,0.124,0.0646,0.0597
clock network,0,0,0,0
[worst min-delay path by stage]
stage         from    to  slack [ns]  cells past startpoint
CTS           A[1]  Z[1]        5.82                      4
global route  B[3]  Z[4]        5.85                      4
finish        B[3]  Z[4]        5.80                      4
[cell usage after synthesis, types with 2 or more instances]
library cell | instances | area share (%)
a31oi_1 | 3 | 0.78
a21oi_1 | 19 | 4.0
fa_1 | 2 | 1.7
a21o_1 | 7 | 2.2
a221oi_1 | 8 | 2.9
o22ai_1 | 5 | 1.3
o2111ai_1 | 3 | 1.1
or3_1 | 3 | 0.78
ha_1 | 40 | 21
a22oi_1 | 7 | 2.2
nand2b_1 | 6 | 1.6
o21ba_2 | 2 | 0.83
o21bai_1 | 2 | 0.62
o211ai_1 | 6 | 1.9
clkbuf_8 | 2 | 1.1
nand3_1 | 7 | 1.5
nand4_1 | 3 | 0.78
xnor2_1 | 13 | 4.7
inv_1 | 33 | 5.1
o21a_1 | 2 | 0.62
buf_4 | 2 | 0.62
a32o_1 | 4 | 1.7
mux2i_1 | 10 | 4.2
buf_1 | 4 | 0.62
a211o_1 | 2 | 0.73
nor2b_1 | 5 | 1.3
nand2_1 | 36 | 5.6
o221ai_1 | 4 | 1.5
nor4_1 | 3 | 0.78
nor3_1 | 11 | 2.3
buf_6 | 2 | 0.94
nor2_1 | 26 | 4.1
xor2_1 | 3 | 1.1
o21ai_0 | 25 | 5.2
o31ai_1 | 3 | 0.94
clkbuf_1 | 15 | 2.3
[through the flow]
stage	instances	setup WS (ns)	hold slack, ns
3_5_place_dp	446	3.76	5.80
5_1_grt	446	3.36	5.85
3_3_place_gp	446	3.80	5.78
4_1_cts	446	3.75	5.82
2_1_floorplan	353	5.03	4.77
6_report	446	3.75	5.80
[layout make-up]
type,count,share of cell area (%)
multi-input combinational,291,74.9
timing repair buffer,47,16.3
inverter,34,4.54
tap,72,3.20
sequential,2,1.07
[kinds of logic (layout without fill, tap and decap cells)]
logic type | after synthesis | in the layout | share of synthesized area (%)
XOR/XNOR | 16 | 16 | 5.82
adder cells (fa/ha/maj) | 42 | 42 | 22.5
AND/OR/NAND/NOR | 111 | 111 | 22.4
multiplexers | 11 | 11 | 5.09
latches | 2 | 2 | 1.25
AND-OR/OR-AND | 111 | 111 | 31.8
buffers and inverters | 60 | 81 | 11.3
[state kept, by name, summed over array words and instances, names as in the netlist]
name / cells
OV: 1
CarryOut: 1
[cells in the final DEF, fill, tap and decap left out, drive strengths merged, types with 5 or more instances in the layout]
cell / count
a21o: 7
a21oi: 19
a221oi: 8
a22oi: 7
buf: 5
clkdlybuf4s50: 42
ha: 40
inv: 34
mux2i: 10
nand2: 36
nand2b: 6
nand3: 7
nor2: 26
nor2b: 5
nor3: 11
o211ai: 6
o21ai: 25
o22ai: 5
xnor2: 13
[per-layer routing]
layer  routed length [um]  up-vias
met1                 3580     1241
li1                     -     1318
met3                  429        6
met4                   45        0
met2                 3240      103
met5                    0        -
Power figures rest on the tool's default switching activity, not on a simulated workload.
