==> design/flow/design.v <==
`timescale 1ns / 1ps
module cla12 (a, b, cin, sum, cout);
    input [11:0] a, b;
    input cin;
    output reg [11:0] sum;
    output reg cout;
    integer i, j, k;
    reg [11:0] g,p;
    reg [12:0] c;
    reg temp;
    always @(*) begin
        c[0] = cin;
        temp = 1;
        for(i = 0; i < 12; i = i + 1) begin
            g[i] = a[i] & b[i];
            p[i] = a[i] ^ b[i];
            c[i + 1] = g[i] | (p[i] & c[i]);
            sum[i] = p[i] ^ c[i];
        end
        cout = c[12];
    end
endmodule
==> design/flow/run.sh <==
#!/bin/bash
# OpenROAD 26Q1-2900-gdf79404cd8, Yosys 0.63+post, stock flow scripts
make -C /OpenROAD-flow-scripts/flow DESIGN_CONFIG=/design/flow/config.mk WORK_HOME=/design/flow/orfs finish
==> design/flow/config.mk <==
export PLATFORM = sky130hd
export DESIGN_NAME = cla12
export DESIGN_NICKNAME = cla12
export VERILOG_FILES = /design/flow/design.v
export SDC_FILE = /design/flow/constraint.sdc
export NUM_CORES = 4
export LEC_CHECK = 1
export CORE_AREA = 10 10 70 70
export DIE_AREA = 0 0 80 80
==> design/flow/constraint.sdc <==
current_design cla12

set clk_period 9.3
set clk_io_pct 0.2

create_clock -name clk0 -period $clk_period

set non_clock_inputs [all_inputs -no_clocks]
set_input_delay [expr $clk_period * $clk_io_pct] -clock clk0 $non_clock_inputs
set_output_delay [expr $clk_period * $clk_io_pct] -clock clk0 [all_outputs]
==> results.toml <==
# yosys + openroad results
[detailed_routing]
drcViolationCount = 0
num_antenna_cells = 0
num_vias = 305
detailedRoute.firstPassIterationCount = 1
overall_routed_net_length_mm = 1.161
vias_per_cell = 2.877
drt_first_iter_violations = 0
antenna_left = 0
routedWlPerCell_um = 10.95

[synth]
synth.mux.area_fraction_pct = 0
synthesis.area_per_instance_sq_um = 12.63
yosys-dominant-comb-family = "adder cells"
synth.cellmix.adderShare_pct = 86.49
synth-area-yosys_sq_um = 277.8
yosys-stat-cells = 22
netlist_instances = 22
syn_area_sq_um = 277.8
ys_warn_count = 1
xor_area_share_pct = 0
netlist-cell-type-count = 2
synth_sequential_area_ratio_pct = 0
synth_compound_gate_area_share_pct = 0
synthSimpleGateAreaFrac_pct = 0

[cells_and_area]
ff_count = 0
final_layout_size_suffix_gt1_share_pct = 8.333
finalCoreUtilization_pct = 21.32
area_grow_syn2layout_pct = 162.2
clock_buffer_count_in_the_final_layout = 0
final-seq-area_sq_um = 0
final_cells = 106

[final_timing]
grt_setup_unrepaired = "false"
relSlewSlack_pct = 93.02
post_route_fraction_of_the_period_consumed_by_the_critical_path_pct = 97.35
setup-violations-final = 0
finalMaxSlewViolations = 0
final.setup.tns_ps = 0
worstMarginPinSlew_ps = 104.4
max_clock_freq_mhz = 110.5
hold_violations = 0
final.min_clock_period_ps = 9053

[pwr]
power-per-cell-area_mw_per_mm2 = 61.05
power_leakage_nw = 0.2854
irDropWorstVdd_mv = 0.01881

[global_route]
grt_pass1_vias = 349
antenna_found_initial = 0
grt_util_all_layers_pct = 3.199
grt_max_degree = 2
wire_length_of_the_first_global_routing_pass_mm = 1.642
globalRouteOverflowTotal = 0

[flow_run]
openroad.warnings = 32
drv_cap = 0

[floorplanning]
design.die.area_sq_mm = 0.006400
fp_util_pct = 8.132
ioPinCount = 38
die_x_um = 80
floorplan.core_area_sq_mm = 0.003416
placementRows = 21
die_y_um = 80

[setup_path]
critPathMaxFanout = 1
worst_ep_arrival_time_ps = 7190
cp-end-kind = "primary output"
critPathLaunchType = "input pin"
timing_worst_setup_path_type = "in2out"
crit_required_ps = 7440

[placement]
hpwlAfterDp_mm = 1.145
routability_congestion_estimate_from_global_placement = 0.8527
dp_cells = 106
number_of_buffers_added_on_ports = 38

[hold_path]
hp-class = "in2out"

[outcome]
run_status = "completed"
==> report_power, final <==
| group | switching (mW) | leakage (nW) | total [mW] | internal (mW) |
|---|---|---|---|---|
| logic | 0.0117 | 0.285 | 0.0445 | 0.0327 |
| registers | 0 | 0 | 0 | 0 |
| clock network | 0 | 0 | 0 | 0 |
==> critical path: stages <==
cell and delay (ps):
clkdlybuf4s50_1 400, inv_1 80, fa_1 170, inv_1 50, fa_1 370, fa_1 390, fa_2 350, fa_2 340
fa_2 350, fa_1 390, fa_2 350, fa_1 390, fa_2 350, fa_1 360, inv_1 80, fa_1 400
inv_1 60, clkdlybuf4s50_1 460
==> cells by family (layout without fill, tap and decap cells) <==
| kind of cell | after synthesis | after routing |
|---|---|---|
| fa+ha+maj | 12 | 12 |
| buf+inv | 10 | 48 |
==> final timing paths <==
check	startpoint	endpoint	slack [ps]	depth (start not counted)
max	a[0]	sum[11]	250	18
min	cin	sum[0]	4760	5
==> cells in the final DEF, fill, tap and decap left out <==
cell             instances
clkdlybuf4s50_1         38
inv_1                   10
fa_1                     7
fa_2                     5
==> final cells by class <==
type	instances	area (sq um)
Tap cell	46	57.56
Timing Repair Buffer	38	380.4
Inverter	10	37.54
Multi-Input combinational cell	12	252.7
Fill cell	374	2688
==> cells in the mapped netlist <==
library cell	instances	area share [%]
fa_1	12	86
inv_1	10	14
==> routing by layer <==
| layer | part of all wire [%] | GRT usage, % | vias up |
|---|---|---|---|
| met1 | 43 | 3.948 | 136 |
| li1 | - | - | 132 |
| met2 | 26 | 3.692 | 37 |
| met4 | 0 | 0 | 0 |
| met3 | 31 | 3.750 | 0 |
| met5 | 0 | 0 | - |
==> per-stage QoR <==
| stage | total power, mW | hold WS [ps] | setup WS, ps | cell area [sq um] |
|---|---|---|---|---|
| finish | 0.04446 | 4760 | 246.6 | 728.2 |
| global placement | 0.04466 | 4784 | 30.00 | 715.7 |
| floorplan | 0.005597 | 3827 | 1065 | 277.8 |
| CTS | 0.04523 | 4777 | 38.02 | 718.2 |
| global route | 0.05001 | 4818 | 0.4521 | 728.2 |
| detailed placement | 0.04493 | 4776 | 5.214 | 715.7 |
==> repair_timing <==
item                       CTS  global route
buffers inserted             0             0
hold buffers                 0             0
setup endpoints to repair    1             1
gates resized                1             4
Power is estimated from default activity; no workload was simulated.
