==> design.v <==
`timescale 1ns / 1ps
module clkDivider(
    input [3:0]Div_Fact,
    input RST,
    input Clk_Ref,
    input Clk_In,
    output Clk_Out
    );
integer counter=0, state=0;
reg Tmp_Out;
	always @(posedge Clk_Ref)
	begin
		if (RST)
		begin
			Tmp_Out <=0;
			state=0;
			counter=0;
		end
		else if (state==0 && Clk_In==1)
		begin
			counter=counter+1;
			state=1;
			if (counter >= Div_Fact)
			begin
				counter=counter-Div_Fact;
				Tmp_Out <= ~Clk_Out;
				state=0;
			end
		end
		else if (Clk_In==0)
			state=0;
	end
assign Clk_Out=Tmp_Out;
endmodule
==> run.sh <==
#!/bin/bash
# OpenROAD 26Q1-2900-gdf79404cd8, Yosys 0.63+post, stock flow scripts
make -C /OpenROAD-flow-scripts/flow DESIGN_CONFIG=/design/flow/config.mk WORK_HOME=/design/flow/orfs finish
==> config.mk <==
export PLATFORM = sky130hd
export DESIGN_NAME = clkDivider
export DESIGN_NICKNAME = clkDivider
export VERILOG_FILES = /design/flow/design.v
export SDC_FILE = /design/flow/constraint.sdc
export NUM_CORES = 4
export LEC_CHECK = 1
export CORE_UTILIZATION = 30
==> constraint.sdc <==
current_design clkDivider

set clk_period 10.4
set clk_io_pct 0.2

create_clock -name clk0 -period $clk_period [get_ports {Clk_Ref}]

set non_clock_inputs [all_inputs -no_clocks]
set_input_delay [expr $clk_period * $clk_io_pct] -clock clk0 $non_clock_inputs
set_output_delay [expr $clk_period * $clk_io_pct] -clock clk0 [all_outputs]
==> flow_summary.yaml <==
# synthesis and place-and-route metrics
cts:
  h-tree-depth: 2
  insertion_delay_ns: 0.28
  numCtsBuffers: 5
  cts_tree: "yes"
  cts_buffer_depth: 2
  postCtsSetupRepairBufs: 0
  hold_buffers: 0
  cts-resized-gates: 0
  cts_root_buf: "clkbuf_16"
  clock_sinks: 34
  clk_pin_slew_ns: 0.06
floorplanning:
  ios: 8
  die_area_um2: 11800
  die_x_um: 108
  coreArea_um2: 10900
  die_h_um: 108
  fp-utilization_pct: 31.1
  row_count: 38
placed_design:
  post_dp_cell_area_um2: 3480
  dp_hpwl_mm: 5.95
  portBuffers: 7
  place_congestion: 0.880
synthesis:
  ys.flop_type: "dfxtp_1"
  ys_chip_area_um2: 3400
  synth.avg_cell_area_um2: 7.63
  syn_inst: 446
  yosys_warnings: 1
  ys_types: 65
  synth_top_area_share_pct: 20.0
  ys_cells: 446
  top_area_cell: "dfxtp_1"
  numSynthFlops: 34
  top_cells_by_area: "dfxtp_1, xnor2_1, a21oi_1"
  synth_seq_share_pct: 20.0
  syn_area_um2: 3400
  edf_count: 0
  async_reset_ff_share_pct: 0
sta:
  finalClockSkew_ns: 0.00557
  finalCriticalPeriod_ns: 5.24
  finalHoldViolations: 0
  rsz0062_at_grt: "false"
  post-route-period-util_pct: 50.4
  max_freq_mhz: 191
  slew-limit-headroom_pct: 55.7
  tightest_slew_ns: 0.664
  tns_ns: 0
  slew_violations: 0
  setup_viol: 0
finish:
  areaGrowthSynthToFinish_pct: 6.36
  final_layout_size_suffix_gt1_share_pct: 10.1
  fin_area_um2: 3620
  lay_top_cells: "nor2_1, dfxtp_1, a21oi_1, o21ai_0"
  layout_top_cell: "nor2_1"
global_route:
  antenna_found_initial: 0
  grt_pass1_wl_mm: 14.6
  grt_pass1_vias: 2969
  grt_max_degree: 45
  grt.total_usage_pct: 15.6
  overflow: 0
routing:
  drt_iter0_markers: 203
  n_antenna_cell: 0
  firstDrtPassIters: 4
  vias: 3185
  ant_nets: 0
  finalWirelength_mm: 8.52
  wl_per_cell_um: 15.1
  avgViaCountPerCell: 5.64
  drc: 0
critical_path:
  arrival_ns: 5.41
  endpoint_kind: "flop"
  crit_type: "primary input to flop"
  cp_slowest_stage_delay_ns: 0.54
  cp.depth: 11
  rr_worst_depth: 11
  cp_slowest_cell: "or4_1"
  cp-start-kind: "primary input"
  path_cells: "clkdlybuf4s50_1 -> ha_1 -> fa_1 -> nor2_1 -> o21ai_0 -> nand2b_1 -> nor3_2 -> and2_1 -> or4_1 -> a31oi_1 -> mux2_1"
  r2r_slack_ns: 6.24
  cp_top_family: "simple AND/OR/NAND/NOR gates"
  crit_required_ns: 10.56
  critPathMaxFanout: 16
  crit_buf_inv: 1
pwr:
  powerDensity_nw_per_um2: 353
  p_leak_uw: 0.00122
  ir_worst_vdd_v: 0.000164
status:
  status: "completed"
hold_path:
  hold_depth: 2
  hold_path_class: "flop to flop"
run:
  cap_violations: 0
  log.warning_count: 25
-- kinds of logic (layout without fill, tap and decap cells) --
kind of cell,Yosys count,in the layout,synth area share [%]
DFF,34,34,20.0
adders and majority gates,6,6,2.43
muxes,16,16,4.97
AOI/OAI and AO/OA,97,97,19.5
xor gates and xnor gates,38,38,9.78
and+or+nand+nor,207,207,36.4
buffers and inverters,48,27,6.95
-- metal layers --
| layer | share of wire [%] | global-route usage [%] |
|---|---|---|
| met1 | 48 | 22.0 |
| met2 | 45 | 25.8 |
| met3 | 4.7 | 1.60 |
| met4 | 2.2 | 3.76 |
| met5 | 0 | 0 |
-- synthesized netlist by cell type (all sizes together), types with 2 or more instances --
cell     instances
and2             4
or2              7
a311o            2
buf             23
dfxtp           34
and4             6
nor2            39
nand2           25
nor4b            2
nand2b           5
and3            10
clkbuf          18
a2111oi          9
ha               5
o211ai           2
o21ai           30
o31ai            2
xnor2           25
nand4           24
nor4            11
a211oi           7
nor3b            3
inv              7
nand3           17
a31oi            7
nor2b           10
a21oi           31
nor3            18
and3b            2
mux2             7
or3             19
mux2i            9
xor2            13
-- state kept, by name, summed over array words and instances, names as in the netlist --
signal	flops
counter	32
Tmp_Out	1
state	1
-- power by group --
part	internal (uW)	switching, uW
clock	87.5	57.0
combinational	371	490
sequential	179	93.6
total	638	641
-- path summary, 6_finish.rpt --
check / start / to
min: Tmp_Out$_SDFFE_PP0P_ / Tmp_Out$_SDFFE_PP0P_
max: Div_Fact[0] / counter[20]$_SDFFE_PP0P_
min reg2reg: Tmp_Out$_SDFFE_PP0P_ / Tmp_Out$_SDFFE_PP0P_
max reg2reg: counter[0]$_SDFFE_PP0P_ / counter[29]$_SDFFE_PP0P_
-- metrics by stage --
stage	hold WS [ns]	std cells	util [%]	setup slack (ns)	power [uW]
after floorplan	0.445	446	-	5.98	987
after global placement	0.484	558	31.8	4.94	1120
after detailed placement	0.484	558	31.8	4.91	1120
after CTS	0.494	565	33.1	5.20	1270
after global routing	0.506	565	33.1	4.90	1390
final	0.490	565	33.1	5.16	1280
-- tightest hold or removal path, stage by stage (launching register included) --
cell     delay [ns]
dfxtp_1        0.32
o21ai_0        0.07
a21oi_1        0.06
-- area by class of cell --
cell class | count | area, um^2
well taps | 140 | 175
fillers | 1149 | 7320
inverters | 7 | 26.3
repair buffers | 13 | 115
clock inverters | 1 | 7.51
multi-input cells | 364 | 2480
clock buffers | 6 | 129
flip-flops and latches | 34 | 681
Power and IR drop assume default switching activity.
